[flow/design.v]
module FPmul_stage3(
input wire [7:0] EXP_in,
input wire EXP_neg_stage2,
input wire EXP_pos_stage2,
input wire SIGN_out_stage2,
input wire [27:0] SIG_in,
input wire clk,
input wire isINF_stage2,
input wire isNaN_stage2,
input wire isZ_tab_stage2,
output reg EXP_neg,
output reg [7:0] EXP_out_round,
output reg EXP_pos,
output reg SIGN_out,
output reg [27:0] SIG_out_round,
output reg isINF_tab,
output reg isNaN,
output reg isZ_tab
);
wire [7:0] EXP_out;
wire [7:0] EXP_out_norm;
wire [27:0] SIG_out;
wire [27:0] SIG_out_norm;   
  always @(posedge clk) begin
    EXP_out_round <= EXP_out;
    SIG_out_round <= SIG_out;
  end
  always @(posedge clk) begin
    isINF_tab <= isINF_stage2;
    isNaN <= isNaN_stage2;
    isZ_tab <= isZ_tab_stage2;
    SIGN_out <= SIGN_out_stage2;
    EXP_pos <= EXP_pos_stage2;
    EXP_neg <= EXP_neg_stage2;
  end
  FPnormalize #(
      .SIG_width(28))
  I9(
      .SIG_in(SIG_in),
    .EXP_in(EXP_in),
    .SIG_out(SIG_out_norm),
    .EXP_out(EXP_out_norm));
  FPround #(
      .SIG_width(28))
  I11(
      .SIG_in(SIG_out_norm),
    .EXP_in(EXP_out_norm),
    .SIG_out(SIG_out),
    .EXP_out(EXP_out));
endmodule
module FPnormalize(
input wire [SIG_width - 1:0] SIG_in,
input wire [7:0] EXP_in,
output reg [SIG_width - 1:0] SIG_out,
output reg [7:0] EXP_out
);
parameter [31:0] SIG_width=28;
  always @(SIG_in, EXP_in) begin
    if((SIG_in[SIG_width - 1] == 1'b1)) begin
      SIG_out <= {1'b0,SIG_in[SIG_width - 1:2],SIG_in[1] & SIG_in[0]};
      EXP_out <= EXP_in + 1;
    end
    else begin
      SIG_out <= SIG_in;
      EXP_out <= EXP_in;
    end
  end
endmodule
module FPround(
input wire [SIG_width - 1:0] SIG_in,
input wire [7:0] EXP_in,
output reg [SIG_width - 1:0] SIG_out,
output wire [7:0] EXP_out
);
parameter [31:0] SIG_width=28;
  assign EXP_out = EXP_in;
  always @(SIG_in) begin
    if((SIG_in[2] == 1'b0)) begin
      SIG_out <= SIG_in;
    end
    else begin
      SIG_out <= {SIG_in[SIG_width - 1:3] + 1,3'b000};
    end
  end
endmodule
[flow/run.sh]
#!/bin/bash
# OpenROAD 26Q1-2900-gdf79404cd8, Yosys 0.63+post, stock flow scripts
make -C /OpenROAD-flow-scripts/flow DESIGN_CONFIG=/design/flow/config.mk WORK_HOME=/design/flow/orfs finish
[flow/config.mk]
export PLATFORM = sky130hd
export DESIGN_NAME = FPmul_stage3
export DESIGN_NICKNAME = FPmul_stage3
export VERILOG_FILES = /design/flow/design.v
export SDC_FILE = /design/flow/constraint.sdc
export NUM_CORES = 4
export LEC_CHECK = 1
export CORE_AREA = 10 10 110 110
export DIE_AREA = 0 0 120 120
[flow/constraint.sdc]
current_design FPmul_stage3

set clk_period 5.6
set clk_io_pct 0.2

create_clock -name clk0 -period $clk_period [get_ports {clk}]

set non_clock_inputs [all_inputs -no_clocks]
set_input_delay [expr $clk_period * $clk_io_pct] -clock clk0 $non_clock_inputs
set_output_delay [expr $clk_period * $clk_io_pct] -clock clk0 [all_outputs]
==> GITHUB_STEP_SUMMARY <==
## PnR job results

| Metric | Value |
|---|---|
| Layout cells sized above 1 | `under 10%` |
| Critical Setup Path Class | `in2reg` |
| Avg Inst Size Synth | `approximately 10 sq um` |
| Leak Pwr | `1.19 nW` |
| Period Utilization, post-route | `around three fifths` |
| Worst Path Arrival | `~3.6 ns` |
| Yosys warning count | `3` |
| Remaining DRCs | `0` |
| Remaining Overflow, GRT | `0` |
| CTS tree | `yes` |
| Fin util | `around a third` |
| Die ar. | `14400 sq um` |
| Input/output buffers | `slightly above 80` |
| Final ANT Viol Nets | `0` |
| Non-filler cells, final | `approximately 420` |
| CP endpoint kind | `flop` |
| First-pass GRT wire length | `9290 um` |
| Gp weighted congestion | `between 0.8 and 0.9` |
| Tot Pwr | `0.000676 W` |
| Die H | `120 um` |
| Slew Limit Fails | `0` |
| Total of max-cap violations | `0` |
| Number of synthesized register bits | `about 41` |
| Routed wl met3 | `between 500 and 600 um` |
| Pwr per Cell Area | `roughly 220 nW/um^2` |
| Yosys top cell by instances | `dfxtp_1` |
| Measured slew at the worst slew-check pin | `around 0.88 ns` |
| Metal-1 WL | `approximately 2700 um` |
| Clock sinks | `between 40 and 50` |
| Register share after synthesis | `roughly 38%` |
| Number of cells in Yosys stat | `~210` |
| Final Hold Vio Count | `0` |
| Diode count | `0` |
| H-tree level count | `2` |
| Synth cell types | `34` |
| Slew margin rel. | `about two fifths` |
| Die width | `about 120 um` |
| Core Region | `approximately 9800 sq um` |
| Synth Cell Area | `around 2100 sq um` |
| Via/cell ratio | `4.23` |
| Setup TNS | `0 ns` |
| Clock slew at reported path FFs | `approximately 0.070 ns` |
| Area leader share | `between 30% and 40%` |
| Initial antenna violation count | `0` |
| Synth area leaders | `dfxtp_1, mux2i_1, xor2_1` |
| Status | `complete, no violations` |
| Via count | `between 1500 and 2000` |
| Row count | `36` |
| Post-synth top cells | `dfxtp_1, mux2i_1, xor2_1` |
| Area grow syn2layout | `47.2%` |
| Fraction of registers with async set/reset | `0%` |
| Crit path time final | `3.42 ns` |
| Largest net degree at the start of global routing | `28` |
| Synth Flop Type | `dfxtp_1` |
| HP Class | `in2reg` |
| Cell type with the largest total area | `dfxtp_1` |
| YS chip area | `about 2100 sq um` |
| Num CTS Buffers | `5` |
| Iteration-0 DRC Markers | `roughly 83` |
| Post-CTS setup buffers | `0` |
| RSZ-0062 raised after global routing | `no` |
| CTS max path bufs | `2` |
| GRT Total Usage | `a little under 8%` |
| Drt total wl | `roughly 6000 um` |
| Fmax | `approximately 290 MHz` |
| Number of enable flip-flop cells | `0` |
| CP Launch Type | `primary input` |
| Setup violators final | `0` |
| Placed cell count | `about 400` |
| OpenROAD warnings | `25` |
| DP Wirelength | `4720 um` |
| Cts hold-fix bufs | `0` |
| DR WL met2 | `about 2700 um` |
| Number of placed I/O pins | `85` |
| Core Util at FP | `a little over a fifth` |
| DRT Pass-1 Iters | `4` |
| Min-Delay Path Depth | `1` |
| Clock tree root driver cell | `clkbuf_8` |
| Uppermost layer routed | `met4` |
| Routed WL per cell | `about 14 um` |
| Post-CTS Resized | `0` |
| Peak VDD IR | `between 80 and 90 uV` |
| Worst endpoint required time | `~5.8 ns` |
| Vias in the first global route | `roughly 1700` |
| Syn Inst Count | `roughly 210` |
| Worst-path maximum fanout | `27` |
[critical path: stages]
cell     delay [ns]
buf_2          0.52
buf_4          0.43
mux2i_1        0.19
nor4_4         0.79
and4_1         0.32
xnor2_1        0.12
mux2i_1        0.08
[stage by stage]
stage / setup slack, ns / hold WS (ns) / cell area (sq um)
floorplan: 2.28 / 1.15 / 2130
global placement: 1.94 / 1.57 / 3040
detailed placement: 1.90 / 1.57 / 3040
CTS: 2.18 / 1.26 / 3140
global route: 1.91 / 1.25 / 3140
finish: 2.18 / 1.27 / 3140
[flip-flops by register name, indices dropped and copies added, names as in the netlist]
name	count
EXP_neg	1
EXP_out_round	8
EXP_pos	1
SIGN_out	1
SIG_out_round	27
isINF_tab	1
isNaN	1
isZ_tab	1
[cells by family after synthesis]
kind of cell,after synthesis,synth area share [%]
buffers and inverters,13,4.46
adder cells (fa/ha/maj),2,1.17
XOR/XNOR,38,15.6
flip-flops,41,38.5
multiplexers,35,16.9
AND-OR/OR-AND,8,2.93
other,1,0.176
AND/OR/NAND/NOR,70,20.2
[layer usage]
layer	global-route usage [%]	vias to the layer above
li1	-	904
met1	10.7	803
met2	12.3	66
met3	3.14	3
met4	0.452	0
met5	0	-
[path summary, 6_finish.rpt]
kind | from | endpoint | slack [ns]
hold / removal | isZ_tab_stage2 | isZ_tab | 1.27
setup / recovery | SIG_in[27] | SIG_out_round[25] | 2.18
[final cells by class]
| cell class | instances | area (sq um) |
|---|---|---|
| tap | 133 | 166 |
| fill | 1012 | 6640 |
| timing repair buffer | 84 | 833 |
| clock inverter | 1 | 5.00 |
| clock buffer | 7 | 96.3 |
| multi-input combinational | 154 | 1220 |
| sequential | 41 | 821 |
[report_power, final]
part	total (W)	switching (W)	internal, W
Clock	0.000212	0.000100	0.000111
Combinational	0.000144	0.0000532	0.0000909
Sequential	0.000321	0.00000590	0.000315
[layout by cell type (no fill, tap or decap), types with 4 or more instances in the layout]
master	instances
nand3_1	13
nand4_1	18
nand2_1	8
xor2_1	24
dfxtp_1	41
mux2_2	7
mux2i_1	27
and4_1	4
clkbuf_8	7
and3_1	11
xnor2_1	14
clkdlybuf4s50_1	82
nor2_1	5
Power is estimated from default activity; no workload was simulated.
