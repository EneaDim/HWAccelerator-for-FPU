==> ./design.v <==
module FPmul_stage1(
input wire [31:0] FP_A,
input wire [31:0] FP_B,
input wire clk,
output reg [7:0] A_EXP,
output reg [31:0] A_SIG,
output reg [7:0] B_EXP,
output reg [31:0] B_SIG,
output reg SIGN_out_stage1,
output reg isINF_stage1,
output reg isNaN_stage1,
output reg isZ_tab_stage1
);
wire [7:0] A_EXP_int;
wire A_SIGN;
wire [31:0] A_SIG_int;
wire A_isINF;
wire A_isNaN;
wire A_isZ;
wire [7:0] B_EXP_int;
wire B_SIGN;
wire [31:0] B_SIG_int;
wire B_isINF;
wire B_isNaN;
wire B_isZ;
wire SIGN_out_int;
reg isINF_int;
reg isNaN_int;
reg isZ_tab_int;   
  always @(posedge clk) begin
    SIGN_out_stage1 <= SIGN_out_int;
    A_EXP <= A_EXP_int;
    A_SIG <= A_SIG_int;
    isINF_stage1 <= isINF_int;
    isNaN_stage1 <= isNaN_int;
    isZ_tab_stage1 <= isZ_tab_int;
    B_EXP <= B_EXP_int;
    B_SIG <= B_SIG_int;
  end
  always @(A_isINF, A_isNaN, A_isZ, B_isINF, B_isNaN, B_isZ) begin : P1
    if((A_isINF == 1'b0) && (A_isNaN == 1'b0) && (A_isZ == 1'b0) && (B_isINF == 1'b0) && (B_isNaN == 1'b0) && (B_isZ == 1'b0)) begin
      isZ_tab_int <= 1'b0;
      isINF_int <= 1'b0;
      isNaN_int <= 1'b0;
    end
    else if((A_isINF == 1'b1) && (B_isZ == 1'b1)) begin
      isZ_tab_int <= 1'b0;
      isINF_int <= 1'b0;
      isNaN_int <= 1'b1;
    end
    else if((A_isZ == 1'b1) && (B_isINF == 1'b1)) begin
      isZ_tab_int <= 1'b0;
      isINF_int <= 1'b0;
      isNaN_int <= 1'b1;
    end
    else if((A_isINF == 1'b1)) begin
      isZ_tab_int <= 1'b0;
      isINF_int <= 1'b1;
      isNaN_int <= 1'b0;
    end
    else if((B_isINF == 1'b1)) begin
      isZ_tab_int <= 1'b0;
      isINF_int <= 1'b1;
      isNaN_int <= 1'b0;
    end
    else if((A_isNaN == 1'b1)) begin
      isZ_tab_int <= 1'b0;
      isINF_int <= 1'b0;
      isNaN_int <= 1'b1;
    end
    else if((B_isNaN == 1'b1)) begin
      isZ_tab_int <= 1'b0;
      isINF_int <= 1'b0;
      isNaN_int <= 1'b1;
    end
    else if((A_isZ == 1'b1)) begin
      isZ_tab_int <= 1'b1;
      isINF_int <= 1'b0;
      isNaN_int <= 1'b0;
    end
    else if((B_isZ == 1'b1)) begin
      isZ_tab_int <= 1'b1;
      isINF_int <= 1'b0;
      isNaN_int <= 1'b0;
    end
    else begin
      isZ_tab_int <= 1'b0;
      isINF_int <= 1'b0;
      isNaN_int <= 1'b0;
    end
  end
  assign SIGN_out_int = A_SIGN ^ B_SIGN;
  UnpackFP I0(
      .FP(FP_A),
    .SIG(A_SIG_int),
    .EXP(A_EXP_int),
    .SIGN(A_SIGN),
    .isNaN(A_isNaN),
    .isINF(A_isINF),
    .isZ(A_isZ),
    .isDN( ));
  UnpackFP I1(
      .FP(FP_B),
    .SIG(B_SIG_int),
    .EXP(B_EXP_int),
    .SIGN(B_SIGN),
    .isNaN(B_isNaN),
    .isINF(B_isINF),
    .isZ(B_isZ),
    .isDN( ));
endmodule
module UnpackFP(
input wire [31:0] FP,
output wire [31:0] SIG,
output wire [7:0] EXP,
output wire SIGN,
output wire isNaN,
output wire isINF,
output wire isZ,
output wire isDN
);
wire [7:0] exp_int;
wire [22:0] sig_int;
wire expZ; wire expFF; wire sigZ;
  assign exp_int = FP[30:23];
  assign sig_int = FP[22:0];
  assign SIGN = FP[31];
  assign EXP = exp_int;
  assign SIG[22:0] = sig_int;
  assign expZ = (exp_int == 8'h00) ? 1'b1 : 1'b0;
  assign expFF = (exp_int == 8'hFF) ? 1'b1 : 1'b0;
  assign sigZ = (sig_int == 23'b00000000000000000000000) ? 1'b1 : 1'b0;
  assign isNaN = expFF & ( ~sigZ);
  assign isINF = expFF & sigZ;
  assign isZ = expZ & sigZ;
  assign isDN = expZ & ( ~sigZ);
  assign SIG[23] =  ~expZ;
  assign SIG[31:24] = {8{1'b0}};
endmodule
==> ./run.sh <==
#!/bin/bash
# OpenROAD 26Q1-2900-gdf79404cd8, Yosys 0.63+post, stock flow scripts
make -C /OpenROAD-flow-scripts/flow DESIGN_CONFIG=/design/flow/config.mk WORK_HOME=/design/flow/orfs finish
==> ./config.mk <==
export PLATFORM = sky130hd
export DESIGN_NAME = FPmul_stage1
export DESIGN_NICKNAME = FPmul_stage1
export VERILOG_FILES = /design/flow/design.v
export SDC_FILE = /design/flow/constraint.sdc
export NUM_CORES = 4
export LEC_CHECK = 1
export CORE_UTILIZATION = 40
==> ./constraint.sdc <==
current_design FPmul_stage1

set clk_period 1.9
set clk_io_pct 0.2

create_clock -name clk0 -period $clk_period [get_ports {clk}]

set non_clock_inputs [all_inputs -no_clocks]
set_input_delay [expr $clk_period * $clk_io_pct] -clock clk0 $non_clock_inputs
set_output_delay [expr $clk_period * $clk_io_pct] -clock clk0 [all_outputs]
==> qor.txt <==
# Cells Yosys -> 135
Port Buffers -> 132
CP Buf/Inv Count -> 1
Hold Slack -> 0.520 ns
Dpl hpwl -> 3750 um
Post-layout period usage of the worst path -> 0.963
Ranking of synthesized cells by area -> dfxtp_1 (76%), buf_4 (6.7%), nor4_1 (4.9%)
H-tree depth -> 3
Min-delay src -> FP_B[22]
Max VDD drop -> 1050 uV
All-layer global routing usage -> 0.232
Clock Tree Root -> clkbuf_8
CP arrival -> 2.03 ns
Register clock-pin slew on the reported worst setup and hold paths -> 0.07 ns
# DRC -> 0
First-pass iteration count of the detailed router -> 4
DR vias -> 1557
Post-synth top flop -> dfxtp_1
Routability cong. -> 0.915
Area leader, netlist -> dfxtp_1
Core Region -> 4140 um^2
Hold crit path type -> input port to flop
Worst Setup EP -> isNaN_stage1
CTS tree -> done
Final Max Tran Viols -> 0
Layout Area Growth over Synthesis -> 93.2%
Chip area -> 4750 um^2
Warning total across the stage logs -> 26
Total CTS buffers -> 9
Cell Type Count -> 20
Critical path class -> input port to flop
Final wirelength -> 5310 um
Crit-path cells -> clkdlybuf4s50_1 -> nor4_2 -> nand4_1 -> or2_1 -> a221oi_2 -> o311ai_1
Crit path max-delay family -> simple AND/OR/NAND/NOR gates
Fin area -> 3460 um^2
Critical Path Source -> FP_B[10]
Count of library flops with an enable pin -> 0
Critical path endpoint category -> flop
Asr flop ratio synth -> 0
First-pass GRT wire length -> 7550 um
Pleak -> 0.00140 uW
Slowest cell delay on critical path -> 0.44 ns
Largest net degree at the start of global routing -> 12
Startpoint Class -> input port
Ant. Diodes -> 0
Post-synthesis cell count -> 135
Cell Area, Synth -> 1790 um^2
Top achievable clock speed -> 546 MHz
Starting DRT DRC Count -> 23
Die H -> 68.9 um
Crit. path cell count -> 6
#FFs+latches synth -> 68
Gr ovfl total -> 0
Fillers -> 234
Syn_area_per_cell -> 13.3 um^2
Clock Sinks -> 68
Pwr dens -> 944 nW/um^2
Die W -> 68.9 um
Vias per std cell -> 4.55
Site Rows -> 23
Initial antenna violation count -> 0
CP max FO -> 3
Vias in the first global route -> 1597
Synth warn -> 1
Yosys top cell by instances -> dfxtp_1
Final TNS setup -> 0 ns
Pre-CTS worst setup slack -> -0.318 ns
Placed inst area -> 3180 um^2
Critical-path top delay cell -> clkdlybuf4s50_1
Max-cap violation count -> 0
Required time worst endpoint -> 2.10 ns
Max-area cell share -> 0.760
Fraction of layout cells with a size suffix above 1 -> 0.110
Outcome -> finished clean
# IOs -> 149
Yosys stat area -> 1790 um^2
Fin crit period -> 1.83 ns
Register area share after synthesis -> 0.760
Synth cell count leaders -> dfxtp_1 (68), buf_4 (16), nor4_1 (14), nand2_1 (8), nand4_1 (7)
DRT antenna net count -> 0
Routed len/inst -> 15.5 um
Final hold vios -> 0
Total power -> 3270 uW
Final setup fails -> 0
Clock Tree Buf Depth -> 2
Fp util -> 0.432
Final Worst Setup Slack -> 0.0694 ns
## worst min-delay path by stage
stage	depth (start not counted)	slack [ns]	end
CTS	1	0.50	A_SIG[2]
global route	1	0.50	B_SIG[22]
finish	1	0.52	B_SIG[22]
## through the flow
stage	cells	utilization
floorplan	150	-
global placement	325	0.768
detailed placement	325	0.768
CTS	341	0.828
global route	342	0.835
finish	342	0.835
## final cells by class
type	instances	area [um^2]	share of cell area
Timing Repair Buffer	143	1400	0.406
Sequential cell	68	1360	0.394
Multi-Input combinational cell	65	380	0.110
Clock buffer	12	155	0.0449
Clock inverter	4	95.1	0.0275
Tap cell	50	62.6	0.0181
## registers in the layout (all words and copies together) (netlist names)
register         count
A_EXP                8
A_SIG               24
B_EXP                8
B_SIG               24
SIGN_out_stage1      1
isINF_stage1         1
isNaN_stage1         1
isZ_tab_stage1       1
## what timing repair did
| item | in CTS | in global routing |
|---|---|---|
| endpoints found under the setup margin | 0 | 3 |
| resized | 0 | 3 |
| endpoints found under the hold margin | 0 | 0 |
| buffers inserted | 0 | 1 |
| hold buffers | 0 | 0 |
## layer usage
metal	up-vias	part of all wire	track usage
met5	-	0	0
met4	0	0.017	0.0587
met3	8	0.16	0.117
met2	101	0.43	0.359
met1	702	0.39	0.294
li1	746	-	-
## report_power, final
group          internal [uW]  leakage [uW]  switching (uW)
clock                    942      0.000127             498
combinational            241      0.000703            66.0
sequential              1500      0.000572            20.5
## logic make-up after synthesis
family | count (synthesis) | synth area share
other | 1 | 0.00209
DFF | 68 | 0.760
xor gates and xnor gates | 1 | 0.00489
buffers and inverters | 17 | 0.0692
AOI/OAI and AO/OA | 6 | 0.0328
and+or+nand+nor | 42 | 0.131
## cells in the final DEF, fill, tap and decap left out
| cell | count |
|---|---|
| o311ai_1 | 1 |
| nor2_1 | 5 |
| o211a_1 | 1 |
| clkbuf_8 | 11 |
| clkbuf_1 | 1 |
| conb_1 | 16 |
| a221oi_2 | 1 |
| nor4_2 | 4 |
| a211o_1 | 1 |
| clkdlybuf4s50_1 | 132 |
| or2_1 | 3 |
| o22ai_1 | 1 |
| or2_2 | 1 |
| xor2_1 | 1 |
| a311o_1 | 1 |
| and3_1 | 1 |
| nor4_1 | 11 |
| buf_4 | 11 |
| nand2_1 | 8 |
| nand4_1 | 7 |
| bufinv_16 | 3 |
| dfxtp_1 | 68 |
| clkinv_2 | 1 |
| nor3_1 | 2 |
Power is estimated from default activity; no workload was simulated.
